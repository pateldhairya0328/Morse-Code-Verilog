==> flow/design.v <==
module morse_code_decoder(BINARY_INPUT, SET, ASYNC_RESET, LEDR, CLOCK_50);
	input [5:0] BINARY_INPUT;  
	input SET;  
	input ASYNC_RESET;  
	input CLOCK_50;  
	output LEDR;  
	reg [26:0] FAST_COUNTER = 26'b0;  
	reg [4:0] SLOW_COUNTER = 5'b0;  
	reg ENABLE = 1'b0;  
	reg [12:0] CODE;  
	reg [1:0] STORE_EDGE;  
	wire DET_EDGE;  
	assign DET_EDGE = (STORE_EDGE == 2'b01);
	always@(posedge CLOCK_50 or negedge ASYNC_RESET) begin
		if (~ASYNC_RESET) begin
			CODE <= 'b0;
			ENABLE <= 'b0;
		end
		else begin
			FAST_COUNTER <= FAST_COUNTER + 1;
			if (FAST_COUNTER >= 'd25000000) begin
				SLOW_COUNTER <= (SLOW_COUNTER + 1) & {5{ENABLE}};
				CODE <= (CODE >> 1);
				FAST_COUNTER <= 'b0;
			end
			if (SLOW_COUNTER >= 'd19) begin
				SLOW_COUNTER <= 'b0;
				ENABLE <= 'b0;
			end
			STORE_EDGE <= {STORE_EDGE[0], SET};
			if (DET_EDGE) begin  
				ENABLE <= 1'b1;
				case(BINARY_INPUT)
					5'd0: CODE <= 19'b1110111011101110111;  
					5'd1: CODE <= 13'b0011101110111011101;  
					5'd2: CODE <= 13'b0000111011101110101;  
					5'd3: CODE <= 13'b0000001110111011101;  
					5'd4: CODE <= 13'b0000000011101010101;  
					5'd5: CODE <= 13'b0000000000101010101;  
					5'd6: CODE <= 13'b0000000010101010111;  
					5'd7: CODE <= 13'b0000001010101110111;  
					5'd8: CODE <= 13'b0000101011101110111;  
					5'd9: CODE <= 13'b0010111011101110111;  
					5'd10: CODE <= 13'b0000000000000011101;  
					5'd11: CODE <= 13'b0000000000101010111;  
					5'd12: CODE <= 13'b0000000010111010111;  
					5'd13: CODE <= 13'b0000000000001010111;  
					5'd14: CODE <= 13'b0000000000000000001;  
					5'd15: CODE <= 13'b0000000000101110101;  
					5'd16: CODE <= 13'b0000000000101110111;  
					5'd17: CODE <= 13'b0000000000001010101;  
					5'd18: CODE <= 13'b0000000000000000101;  
					5'd19: CODE <= 13'b0000001110111011101;  
					5'd20: CODE <= 13'b0000000000111010111;  
					5'd21: CODE <= 13'b0000000000101011101;  
					5'd22: CODE <= 13'b0000000000001110111;  
					5'd23: CODE <= 13'b0000000000000010111;  
					5'd24: CODE <= 13'b0000000011101110111;  
					5'd25: CODE <= 13'b0000000010111011101;  
					5'd26: CODE <= 13'b0000001110101110111;  
					5'd27: CODE <= 13'b0000000000001011101;  
					5'd28: CODE <= 13'b0000000000000010101;  
					5'd29: CODE <= 13'b0000000000000000111;  
					5'd30: CODE <= 13'b0000000000001110101;  
					5'd31: CODE <= 13'b0000000000111010101;  
					5'd32: CODE <= 13'b0000000000111011101;  
					5'd33: CODE <= 13'b0000000011101010111;  
					5'd34: CODE <= 13'b0000001110111010111;  
					5'd35: CODE <= 13'b0000000010101110111;  
					default: CODE <= 13'b0;
				endcase
				end
		end
	end
	assign LEDR = CODE[0];
endmodule
==> flow/run.sh <==
#!/bin/bash
# OpenROAD 26Q1-2900-gdf79404cd8, Yosys 0.63+post, stock flow scripts
make -C /OpenROAD-flow-scripts/flow DESIGN_CONFIG=/design/flow/config.mk WORK_HOME=/design/flow/orfs finish
==> flow/config.mk <==
export PLATFORM = sky130hd
export DESIGN_NAME = morse_code_decoder
export DESIGN_NICKNAME = morse_code_decoder
export VERILOG_FILES = /design/flow/design.v
export SDC_FILE = /design/flow/constraint.sdc
export NUM_CORES = 4
export LEC_CHECK = 1
export CORE_UTILIZATION = 50
==> flow/constraint.sdc <==
current_design morse_code_decoder

set clk_period 5.0
set clk_io_pct 0.2

create_clock -name clk0 -period $clk_period [get_ports {CLOCK_50}]

set non_clock_inputs [all_inputs -no_clocks]
set_input_delay [expr $clk_period * $clk_io_pct] -clock clk0 $non_clock_inputs
set_output_delay [expr $clk_period * $clk_io_pct] -clock clk0 [all_outputs]
==> results.tsv <==
stage	metric	value	unit
final_timing	timing.final.max_slew_violations	0	
final_layout	area_growth	7.97	%
clock_network	cts_resized	0	
floorplanning	dieWidth	74.6	µm
drt	vias_per_cell	5.71	
flow_run	warnings	32	
place	cell_area_after_placement	2760	µm²
final_timing	fin_crit_sh	54.9	%
drt	drt-total-wl	5130	µm
final_timing	tns	0	ns
critical_path	critical_path_peak_fanout	23	
clock_network	clkTransAtPathRegs	0.08	ns
place	hpwl	3370	µm
global_route	grt_pass1_vias	1698	
pwr	power	0.774	mW
hold_path	timing.hold.worst.class	reg -> reg	
yosys	synthesis.yosys.warnings	9	
place	gp_congestion	0.899	
global_route	grtUsageTotal	20.4	%
drt	drt.antenna.violating_nets	0	
final_timing	final_critical_delay_including_setup_and_external_delays	2.75	ns
clock_network	cts.hold.buffers_added	0	
final_timing	finalClockSkew	0.00727	ns
critical_path	end_kind	register	
final_timing	max_slew.worst_pin.slew	0.763	ns
global_route	grt_start_max_net_pins	43	
yosys	synthCells	266	
floorplanning	dieHeight	74.6	µm
final_timing	max_freq	0.364	GHz
clock_network	cts.repair_timing.setup_buffer_count	0	
final_layout	final_cell_mix	sky130_fd_sc_hd__nor2_1, sky130_fd_sc_hd__edfxtp_1, sky130_fd_sc_hd__inv_1, sky130_fd_sc_hd__xor2_1, sky130_fd_sc_hd__nand3_1	
critical_path	required_worst_endpoint	5.21	ns
flow_run	maxCapViolCount	0	
floorplanning	fp-utilization	51.6	%
final_timing	timing.hold.ws	0.482	ns
place	portBuffers	9	
floorplanning	design.portCount	10	
global_route	grt_overflow	0	
yosys	yosys_cells	266	
final_timing	worst_slew_margin_rel	49.0	%
yosys	synth-seq-cells	42	
final_layout	post_route_cells_drive_above_1_share	8.03	%
run_status	status	finished, final reports clean	
critical_path	crit_arrival	2.96	ns
floorplanning	fp-row-count	26	
pwr	p_per_area	272	nW/µm²
clock_network	cts.path.max_buffers	2	
clock_network	clkLatencyLatePin	0.29	ns
final_timing	finalHoldViolations	0	
pwr	cellLeakagePower	1.07	nW
drt	route.vias.total	1964	
final_layout	layout_top_cell_excl_fill_tap	sky130_fd_sc_hd__nor2_1	
yosys	post_synth_num_cell_types	46	
clock_network	cts-htree-levels	2	
global_route	grt_first_pass_wirelength	8290	µm
final_layout	finish.utilization	55.7	%
yosys	post_synth.cell_area_avg	9.91	µm²
yosys	syn-cell-area	2640	µm²
drt	drt-initial-drc-count	100	
final_timing	rsz0062_at_grt	no	
clock_network	cts_inserted_buffers	5	
clock_network	cts.sinks	42	
critical_path	timing.setup.critical_path_class	in -> reg	
drt	detail_route.first_pass.iterations	4	
clock_network	clk_root_buffer_cell	sky130_fd_sc_hd__clkbuf_8	
yosys	yosys.stat.seqShare	45.4	%
critical_path	setup.worst_path.start_class	primary input	
drt	post-route-drc-count	0	
final_timing	setup_viol	0	
final_layout	postLayoutCellArea	2850	µm²
pwr	peakVddDrop	0.180	mV
clock_network	cts_tree	done	
drt	n_antenna_cell	0	
floorplanning	chip_area	5570	µm²
yosys	synth_chip_area	2640	µm²
floorplanning	core_area	5110	µm²
global_route	grt_antenna_before_repair	0	
drt	wl_per_cell	14.9	µm
-- stage by stage --
stage	worst slack, ns	instances
final	2.25	344
after floorplan	2.85	267
after global routing	2.12	344
after CTS	2.29	344
after global placement	1.91	336
after detailed placement	1.98	336
-- worst paths after layout --
path / depth (start not counted) / to / slack, ns / startpoint
setup / recovery: 6 / CODE[7]$_DFFE_PN0P_ / 2.25 / BINARY_INPUT[2]
hold / removal: 0 / STORE_EDGE[1]$_DFFE_PP_ / 0.48 / STORE_EDGE[0]$_DFFE_PP_
setup reg to reg: 6 / CODE[2]$_DFFE_PN0P_ / 2.67 / FAST_COUNTER[9]$_SDFFCE_PP0P_
hold reg to reg: 0 / STORE_EDGE[1]$_DFFE_PP_ / 0.48 / STORE_EDGE[0]$_DFFE_PP_
max in group asynchronous: 2 / CODE[8]$_DFFE_PN0P_ / 3.86 / ASYNC_RESET
min in group asynchronous: 2 / CODE[3]$_DFFE_PN0P_ / 0.77 / ASYNC_RESET
-- state kept, by name, summed over array words and instances, names as in the netlist --
register / flops
STORE_EDGE: 2
FAST_COUNTER: 27
CODE: 13
-- layout make-up --
type	count	area, µm²
Fill cell	455	2260
Multi-Input combinational cell	194	1290
Sequential cell	42	1200
Timing Repair Buffer	14	123
Tap cell	70	87.6
Clock buffer	5	68.8
Inverter	16	60.1
Clock inverter	3	16.3
-- cell usage after synthesis, drive strengths merged --
cell    count  share of area, %
o22ai       6               1.4
a211o       4               1.3
xnor2       9               3.0
a221oi      3               1.0
o32ai       1              0.62
o211ai      3              0.85
o31ai       1              0.28
a311oi      1              0.33
a32oi       1              0.33
xor2       15               5.0
nor2       36               5.1
a21oi      12               2.7
o21ai      12               2.4
clkbuf      7               1.0
dfrtp      13                12
inv        15               2.1
clkinv      1              0.14
o22a        3               1.0
mux4        1              0.85
nand4       8               1.9
a22oi       1              0.28
nor3        6               1.1
nor4        3              0.95
conb        1              0.14
a41oi       2              0.66
nand2      13               1.9
mux2i       9               3.4
a211oi      1              0.28
or4         1              0.43
a31oi       3              0.71
nand3      14               2.7
buf         8               2.7
and4        2              0.66
and3        3              0.71
nor2b       3              0.71
o311ai      2              0.66
edfxtp     29                33
ha          8               3.8
nand2b      5               1.5
-- report_power, final --
| group | internal [mW] | switching, mW |
|---|---|---|
| clock network | 0.0957 | 0.118 |
| logic | 0.0567 | 0.0704 |
| registers | 0.408 | 0.0253 |
| total | 0.560 | 0.214 |
-- cell families (layout without fill, tap and decap cells) --
family | after synthesis | after routing | share of synthesized area, %
simple gates | 94 | 94 | 17.6
fa+ha+maj | 8 | 8 | 3.80
xor+xnor | 24 | 24 | 7.97
buf+inv | 31 | 38 | 5.93
other cells | 1 | 2 | 0.142
compound gates | 56 | 56 | 14.9
flops | 42 | 42 | 45.4
mux | 10 | 10 | 4.27
-- worst max-delay path, stage by stage --
cell and delay (ns):
sky130_fd_sc_hd__clkdlybuf4s50_1 0.96, sky130_fd_sc_hd__inv_1 0.30, sky130_fd_sc_hd__a211o_1 0.29, sky130_fd_sc_hd__o311ai_0 0.13, sky130_fd_sc_hd__o211ai_1 0.17, sky130_fd_sc_hd__o21ai_0 0.10
-- per-layer routing --
metal  track usage [%]  up-vias  share of wire, %  routed length [µm]
li1                  -      981                 -                   -
met1              37.8      938                52                2650
met2              27.5       41                43                2230
met3              3.53        4               4.2                 217
met4              1.89        0              0.68                  35
met5                 0        -                 0                   0
Power and IR drop assume default switching activity.
